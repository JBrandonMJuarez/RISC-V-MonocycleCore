==> /design/flow/design.v <==
module Sumador(
      input     [31:0]a_i,
		input     [31:0]b_i,
		input          c_i,
		output    [31:0]s_o,
		output         c_o
);
      wire           carry_w;
		Sumador16bits Sumador16_0(
		   .a_i      (a_i[15:0]),
			.b_i      (b_i[15:0]),
			.c_i      (c_i),
			.s_o      (s_o[15:0]),
			.c_o      (carry_w)
		);
		Sumador16bits Sumador16_1(
		   .a_i      (a_i[31:16]),
			.b_i      (b_i[31:16]),
			.c_i      (carry_w),
			.s_o      (s_o[31:16]),
			.c_o      (c_o)
		);
endmodule
module Sumador1Bit (  
		input		a_i,
		input		b_i,
		input		c_i,
		output	s_o,
		output	c_o
);
	assign    s_o = a_i ^ b_i ^ c_i;								 
	assign    c_o = (a_i & b_i) | ((a_i | b_i) & c_i); 
endmodule
module Sumador4bits (
		input		[3:0] a_i,
		input		[3:0] b_i,
		input		c_i,
		output	[3:0] s_o,
		output	c_o
);
	wire [2:0] carry_w;		 
		Sumador1Bit Sumador_0(
		   .a_i		(a_i[0]),
			.b_i		(b_i[0]),
			.c_i		(c_i),
			.s_o		(s_o[0]),
			.c_o		(carry_w[0])
		);
		Sumador1Bit Sumador_1(
		   .a_i		(a_i[1]),
			.b_i		(b_i[1]),
			.c_i		(carry_w[0]),
			.s_o		(s_o[1]),
			.c_o		(carry_w[1])
		);
		Sumador1Bit Sumador_2(
		   .a_i		(a_i[2]),
			.b_i		(b_i[2]),
			.c_i		(carry_w[1]),
			.s_o		(s_o[2]),
			.c_o		(carry_w[2])
		);
		Sumador1Bit Sumador_3(
		   .a_i		(a_i[3]),
			.b_i		(b_i[3]),
			.c_i		(carry_w[2]),
			.s_o		(s_o[3]),
			.c_o		(c_o)
		);
endmodule
module Sumador16bits(
      input     [15:0]a_i,
		input     [15:0]b_i,
		input          c_i,
		output    [15:0]s_o,
		output         c_o
);
      wire      [2:0]carry_w;
		Sumador4bits Sumador4_0(
		   .a_i      (a_i[3:0]),
			.b_i      (b_i[3:0]),
			.c_i      (c_i),
			.s_o      (s_o[3:0]),
			.c_o      (carry_w[0])
		);
		Sumador4bits Sumador4_1(
		   .a_i      (a_i[7:4]),
			.b_i      (b_i[7:4]),
			.c_i      (carry_w[0]),
			.s_o      (s_o[7:4]),
			.c_o      (carry_w[1])
		);
		Sumador4bits Sumador4_2(
		   .a_i      (a_i[11:8]),
			.b_i      (b_i[11:8]),
			.c_i      (carry_w[1]),
			.s_o      (s_o[11:8]),
			.c_o      (carry_w[2])
		);
		Sumador4bits Sumador4_3(
		   .a_i      (a_i[15:12]),
			.b_i      (b_i[15:12]),
			.c_i      (carry_w[2]),
			.s_o      (s_o[15:12]),
			.c_o      (c_o)
		);
endmodule
==> /design/flow/run.sh <==
#!/bin/bash
# OpenROAD 26Q1-2900-gdf79404cd8, Yosys 0.63+post, stock flow scripts
make -C /OpenROAD-flow-scripts/flow DESIGN_CONFIG=/design/flow/config.mk WORK_HOME=/design/flow/orfs finish
==> /design/flow/config.mk <==
export PLATFORM = sky130hd
export DESIGN_NAME = Sumador
export DESIGN_NICKNAME = Sumador
export VERILOG_FILES = /design/flow/design.v
export SDC_FILE = /design/flow/constraint.sdc
export NUM_CORES = 4
export LEC_CHECK = 1
export CORE_AREA = 10 10 91 91
export DIE_AREA = 0 0 101 101
==> /design/flow/constraint.sdc <==
current_design Sumador

set clk_period 9.4
set clk_io_pct 0.2

create_clock -name clk0 -period $clk_period

set non_clock_inputs [all_inputs -no_clocks]
set_input_delay [expr $clk_period * $clk_io_pct] -clock clk0 $non_clock_inputs
set_output_delay [expr $clk_period * $clk_io_pct] -clock clk0 [all_outputs]
==> results.py <==
# Generated from Yosys and OpenROAD reports
metrics = {
    "outcome": {
        "outcome": "finished with violations",
        "failed_checks": "negative setup slack",
    },
    "cells_and_area": {
        "ff_count": 0,
        "regArea_um2": 0,
        "layout-drive-gt1-share_pct": 37.0,
        "area_growth_pct": 91.8,
        "fill_cells": 655,
        "fin_area_um2": 1750,
        "clkbuf_count": 0,
    },
    "place": {
        "place_hpwl_um": 2830,
        "dpl-instance-area_um2": 1820,
        "io_buffers": 98,
        "gp_congestion": 0.699,
    },
    "final_timing": {
        "setup_viol": 18,
        "rsz0062_at_grt": "yes",
        "worstMarginPinSlew_ps": 115,
        "slew_violations": 0,
        "final_hold_viol_count": 0,
        "slew_headroom_pct": 92.3,
        "timing.final.crit_share_pct": 164,
        "worst_slack_ps": -6030,
        "fmax_mhz": 64.8,
        "fin_crit_ps": 15430,
    },
    "job": {
        "warnings": 35,
        "drv_cap": 0,
    },
    "power": {
        "seqPwrFrac_pct": 0,
        "internal_power_w": 0.0000740,
        "ir_worst_vdd_uv": 26.5,
        "p_clk_share_pct": 0,
        "netSwitchingPower_w": 0.0000296,
        "switching_share_pct": 28.6,
        "p_comb_share_pct": 100.0,
        "power.leakage_nw": 0.644,
        "total_power_w": 0.000104,
        "p_per_area_nw_per_um2": 59.3,
    },
    "hold_path": {
        "hold_path_depth": 3,
        "worstHoldEndpoint": "s_o[0]",
        "hold_class": "in -> out",
        "hp-start": "a_i[0]",
    },
    "grt": {
        "grt_pass1_wl_um": 4400,
        "met1_usage_pct": 6.97,
        "grt-ovfl-total": 0,
        "grtUsageMet3_pct": 4.09,
        "grt-busiest-layer": "met2",
        "grt_use_total_pct": 5.35,
        "grtUsageMet2_pct": 7.37,
        "grt_antenna_before_repair": 0,
        "grt_max_degree": 2,
        "grt_pass1_vias": 894,
    },
    "synth": {
        "logic_family": "adder cells",
        "ys_sh_adder_pct": 70.3,
        "common_cells": "buf_4, fa_1, inv_1",
        "top_area_share_pct": 70.3,
        "synth_area_um2": 911,
        "yosys-top-cells-area": "fa_1, buf_4, inv_1",
        "ys_sh_simple_pct": 0,
        "yosysChipArea_um2": 911,
        "synth_xor_xnor_area_share_pct": 0,
        "ys_warn_count": 0,
        "synth.area.mux_share_pct": 0,
        "largest_area_cell": "fa_1",
        "ys_sh_aoi_pct": 0,
        "ys_cells": 72,
        "synthDistinctLibCells": 3,
        "synth.avg_cell_area_um2": 12.7,
        "syn_inst": 72,
        "synth_seq_share_pct": 0,
    },
    "route": {
        "dr.pass1.iters": 1,
        "vias": 713,
        "wire_per_inst_um": 13.2,
        "drtAntennaViolNets": 0,
        "routed_wl_um": 2850,
        "drt-initial-drc-count": 0,
        "n_antenna_cell": 0,
        "viasPerCell": 3.32,
        "drc": 0,
    },
    "floorplan": {
        "die_y_um": 101,
        "core_area_um2": 6350,
        "initCoreUtil_pct": 14.3,
        "io_pins": 98,
        "num_rows": 29,
        "die_w_um": 101,
        "chipArea_um2": 10200,
    },
    "critical_path": {
        "critPathKind": "in -> out",
        "critPathLaunchType": "input pin",
        "critPathSlowestCell": "clkdlybuf4s50_1",
        "cp_max_fo": 1,
        "cp.arrival_ps": 13550,
        "critPathMostFrequentCell": "fa_2",
        "crit_required_ps": 7520,
        "cp_slowest_stage_delay_ps": 460,
        "end_kind": "primary output",
    },
    "clock_network": {
        "cts_setup_buffers": 0,
        "hold_buffers": 0,
    },
}
layer usage:
metal	up-vias	part of all wire (%)
li1	308	-
met5	-	0
met1	326	41
met4	0	0
met3	0	24
met2	79	35
how the worst max path moves through the flow:
stage	endpoint	depth (start not counted)	slack [ps]	from
5_1_grt	s_o[31]	36	-6310	a_i[0]
6_report	s_o[31]	36	-6030	a_i[0]
4_1_cts	s_o[31]	36	-6110	a_i[0]
metrics by stage:
stage | worst slack (ps) | setup TNS [ps] | hold slack [ps] | cells | util, %
after floorplan | -5350 | -52810 | 3990 | 72 | -
after global placement | -6450 | -72970 | 4820 | 215 | 28.7
after detailed placement | -6440 | -72810 | 4830 | 215 | 28.7
after CTS | -6110 | -59300 | 4480 | 215 | 27.4
after global routing | -6310 | -61600 | 4490 | 215 | 27.5
final | -6030 | -58180 | 4470 | 215 | 27.5
layout by cell type, fill, tap and decap left out, drive strengths merged:
master         count
inv                8
dlygate4sd2        1
fa                32
clkdlybuf4s50     77
buf               20
power by group through the flow:
stage / clock [W] / combinational (W) / sequential (W)
5_1_grt: 0 / 0.000120 / 0
4_1_cts: 0 / 0.000108 / 0
6_report: 0 / 0.000104 / 0
logic make-up (layout without fill, tap and decap cells):
kind of cell | Yosys count | in the layout
adders and majority gates | 32 | 32
buffers and inverters | 40 | 106
critical path, delay by kind of cell:
kind	cells	cell delay (ps)
buf+inv	4	670
fa+ha+maj	32	10980
what timing repair did:
item                                    in CTS  in global routing
gates cloned                                 0                  0
endpoints found under the setup margin      21                 19
resized                                     70                  1
layout make-up:
type               count  area [um^2]  area share, %
well taps             77         96.3           5.52
inverters              8         30.0           1.72
repair buffers        98          905           51.8
multi-input cells     32          716           41.0
No activity file was given, so power comes from the tool's default toggle rates.
