--- design/flow/run.sh ---
#!/bin/bash
# OpenROAD 26Q1-2900-gdf79404cd8, Yosys 0.63+post, stock flow scripts
make -C /OpenROAD-flow-scripts/flow DESIGN_CONFIG=/design/flow/config.mk WORK_HOME=/design/flow/orfs finish
--- design/flow/constraint.sdc ---
current_design RegisterFile

set clk_period 6.4
set clk_io_pct 0.2

create_clock -name clk0 -period $clk_period [get_ports {clk_i}]

set non_clock_inputs [all_inputs -no_clocks]
set_input_delay [expr $clk_period * $clk_io_pct] -clock clk0 $non_clock_inputs
set_output_delay [expr $clk_period * $clk_io_pct] -clock clk0 [all_outputs]
--- design/flow/config.mk ---
export PLATFORM = sky130hd
export DESIGN_NAME = RegisterFile
export DESIGN_NICKNAME = RegisterFile
export VERILOG_FILES = /design/flow/design.v
export SDC_FILE = /design/flow/constraint.sdc
export NUM_CORES = 4
export LEC_CHECK = 1
export CORE_UTILIZATION = 30
--- design/flow/design.v ---
module RegisterFile (
		input			clk_i,
		input			rr_re_i,
		input			[4:0] rr_rs1_i,
		input			[4:0] rr_rs2_i,
		output 		[31:0]rr_datars1_o,
		output 		[31:0]rr_datars2_o,
		input		rr_we_i,
		input		[4:0] rr_rd_i,
		input		[31:0] rr_datard_i
);
	reg	[0:31]	RegisterFile [31:0];
	initial
	begin
		RegisterFile[0] = 32'b0;
		RegisterFile[1] = 32'b0;
		RegisterFile[2] = 32'b0;
		RegisterFile[3] = 32'b0;
		RegisterFile[4] = 32'b0;
		RegisterFile[5] = 32'b0;
		RegisterFile[6] = 32'b0;
		RegisterFile[7] = 32'b0;
		RegisterFile[8] = 32'b0;
		RegisterFile[9] = 32'b0;
		RegisterFile[10] = 32'b0;
		RegisterFile[11] = 32'b0;
		RegisterFile[12] = 32'b0;
		RegisterFile[13] = 32'b0;
		RegisterFile[14] = 32'b0;
		RegisterFile[15] = 32'b0;
		RegisterFile[16] = 32'b0;
		RegisterFile[17] = 32'b0;
		RegisterFile[18] = 32'b0;
		RegisterFile[19] = 32'b0;
		RegisterFile[20] = 32'b0;
		RegisterFile[21] = 32'b0;
		RegisterFile[22] = 32'b0;
		RegisterFile[23] = 32'b0;
		RegisterFile[24] = 32'b0;
		RegisterFile[25] = 32'b0;
		RegisterFile[26] = 32'b0;
		RegisterFile[27] = 32'b0;
		RegisterFile[28] = 32'b0;
		RegisterFile[29] = 32'b0;
		RegisterFile[30] = 32'b0;
		RegisterFile[31] = 32'b0;
	end
	always @(posedge clk_i)
	begin
		if(rr_we_i)
			RegisterFile[rr_rd_i] <= rr_datard_i;
	end
	assign rr_datars1_o = RegisterFile[rr_rs1_i];
	assign rr_datars2_o = RegisterFile[rr_rs2_i];
endmodule
==> reports/metrics.cfg <==
[setup_path]
slowest_stage = sky130_fd_sc_hd__and2_4
critical_path_peak_fanout = 37
critical_path.most_common_cell = sky130_fd_sc_hd__clkdlybuf4s50_1
worst_setup_path_start_kind = input pin
critical_setup_path_class = input pin to output port
crit_arrival_ns = 4.31
worstSetupEndpointType = output port
required_time_of_the_worst_setup_path_ns = 5.12
critical_path.max_stage_delay_ns = 0.68
path_cells = clkdlybuf4s50_1, and2_4, buf_4, a22oi_1, a31oi_1, nand3_1, clkdlybuf4s50_1

[route]
drc_errors = 0
route.detailed.vias_per_inst = 5.321
detail_route.first_pass.iterations = 5
drt_iter0_drc = 1977
insertedDiodeCount = 0
vias = 30740
detail-route-antenna-nets = 0
drt-total-wl_um = 151700
wire_per_inst_um = 26.26

[layout]
flow.area_growth_from_synthesis_pct = 16.08
most_flops_register = RegisterFile
comb_area_mm2 = 0.01678
largestRegisters = RegisterFile: 1024 flops
largest_register_ffs = 1024
sequential_cell_area_mm2 = 0.03075
post_layout_nonfiller_instances = 5777
num-fill-cells = 15150
layout-drive-gt1-share_pct = 10.53
fin_util_pct = 35.19

[logic_synthesis]
syn_inst = 3386
topCellsByArea = sky130_fd_sc_hd__edfxtp_1 63%, sky130_fd_sc_hd__mux2i_1 21%, sky130_fd_sc_hd__a22oi_1 3.0%
yosys.stat.seqShare_pct = 63.03
mappedNetlistArea_mm2 = 0.04879
dominant_register_cell_in_the_synthesized_netlist = sky130_fd_sc_hd__edfxtp_1
synth_top_area_share_pct = 63.03
number_of_distinct_library_cells_after_synthesis = 23
ys_async_sr_fraction_pct = 0
common_cells = 1024 x sky130_fd_sc_hd__edfxtp_1, 1024 x sky130_fd_sc_hd__mux2i_1, 195 x sky130_fd_sc_hd__nand2_1
yosys-stat-area_mm2 = 0.04879
synth_area_per_cell_um2 = 14.41
ys_cells = 3386
synth.ff_latch_count = 1024
ys_warn_count = 1
synth-edff-count = 1024
synth_area_leader_cell = sky130_fd_sc_hd__edfxtp_1

[timing]
fin_setup_tns_ns = 0
ratio_of_final_minimum_period_to_clock_period_pct = 87.31
grt_setup_unrepaired = false
worst_pin_slew_ns = 0.9626
worst_slew_margin_rel_pct = 35.64
setup_viol = 0
timing.hold.ws_ns = 1.386
report.final.hold_viol_count = 0
timing.fmax_mhz = 179.0
min_period_ns = 5.588
slew_viol_final = 0

[floorplan]
dieHeight_um = 405.3
floorplan.rows = 147
die_width_um = 405.3
ios = 114
core_region_area_mm2 = 0.1609
design.die.area_mm2 = 0.1642
floorplan.initialDensity_pct = 30.32

[clock_network]
ctsHtreeMaxLevel = 3
worst_setup_hold_path_clk_slew_ns = 0.06
cts-buffers-inserted = 104
postCtsHoldBufs = 0
cts_repair_resize_count = 0
clock-sinks = 1024
max-clock-path-buffers = 3
post_cts_repair_setup_buffers = 0
cts_tree = built
clock_tree.root_cell = sky130_fd_sc_hd__clkbuf_16

[global_route]
gr-usage-all-layers_pct = 19.31
grt_pass1_vias = 31940
grt_start_max_net_pins = 82
grt_antenna_before_repair = 11
grt_overflow_total = 0
grt_first_pass_wirelength_um = 216400

[worst_hold_path]
hold_path_class = input pin to flip-flop

[place]
numPortBuffers = 112
place.detailed.hpwl_um = 86420
numPlacedInstances = 5581
finalWeightedCongestion = 0.8718

[power]
total_leakage_power_nw = 20.52
power.density_cell_area_mw_per_mm2 = 267.3
ir_worst_vdd_mv = 0.2643

[flow_run]
maxCapViolations = 0
warning_count = 27

[status]
outcome = finished, final reports clean

## power by group
group | switching [mW] | internal, mW | total [mW]
Sequential | 0.0313 | 7.46 | 7.49
Clock | 2.63 | 3.60 | 6.22
Combinational | 0.868 | 0.552 | 1.42
Total | 3.53 | 11.6 | 15.1
## worst max-delay path, delay by kind of cell
kind | cells | cell delay [ns]
AOI/OAI and AO/OA | 2 | 0.65
and+or+nand+nor | 2 | 0.84
buffers and inverters | 3 | 1.48
## cell usage in the layout (no fill, tap or decap), types with 3 or more instances in the layout
cell / instances
sky130_fd_sc_hd__clkinv_2: 19
sky130_fd_sc_hd__mux2i_1: 1024
sky130_fd_sc_hd__a22o_1: 128
sky130_fd_sc_hd__nand3_1: 194
sky130_fd_sc_hd__or3b_2: 3
sky130_fd_sc_hd__clkbuf_1: 20
sky130_fd_sc_hd__nand2b_2: 4
sky130_fd_sc_hd__clkinv_4: 3
sky130_fd_sc_hd__inv_6: 3
sky130_fd_sc_hd__nor2_4: 34
sky130_fd_sc_hd__clkinv_1: 24
sky130_fd_sc_hd__bufinv_16: 14
sky130_fd_sc_hd__edfxtp_1: 1024
sky130_fd_sc_hd__clkinvlp_4: 3
sky130_fd_sc_hd__buf_4: 140
sky130_fd_sc_hd__clkdlybuf4s50_1: 110
sky130_fd_sc_hd__a21oi_1: 192
sky130_fd_sc_hd__nand2_1: 193
sky130_fd_sc_hd__buf_12: 36
sky130_fd_sc_hd__clkbuf_16: 105
sky130_fd_sc_hd__a31oi_1: 64
sky130_fd_sc_hd__nand3b_1: 5
sky130_fd_sc_hd__nor3_1: 64
sky130_fd_sc_hd__a22oi_1: 192
sky130_fd_sc_hd__nor2b_4: 4
## cell families (layout without fill, tap and decap cells)
| logic type | Yosys count | count (layout) | synth area share, % |
|---|---|---|---|
| muxes | 1024 | 1024 | 21.01 |
| AOI/OAI and AO/OA | 576 | 576 | 8.042 |
| DFF | 1024 | 1024 | 63.03 |
| buffers and inverters | 253 | 484 | 3.211 |
| and+or+nand+nor | 509 | 509 | 4.714 |
## final timing paths
path / start / to / cells after the start
max: rr_rs2_i[2] / rr_datars2_o[17] / 7
min: rr_datard_i[14] / RegisterFile[24][14] / 2
## stage by stage
step	instance area [µm²]	worst slack [ns]	power [mW]
6_report	56630	0.8120	15.14
3_3_place_gp	53130	0.8381	9.044
4_1_cts	56630	0.8377	15.23
3_5_place_dp	53130	0.8334	9.048
5_1_grt	56630	0.6864	15.58
2_1_floorplan	48790	2.686	8.401
## routing by layer
layer,track usage [%],wire (µm),up-vias
met5,0.2974,103,-
met2,29.70,70550,1617
met4,5.615,5371,16
met3,11.75,21330,318
li1,-,-,13690
met1,22.86,54320,15100
## final cells by class
class	count	share of cell area, %
clock buffers	125	4.772
clock inverters	71	1.407
multi-input cells	2109	29.63
repair buffers	288	5.126
flip-flops and latches	1024	54.30
well taps	2160	4.772
No activity file was given, so power comes from the tool's default toggle rates.
